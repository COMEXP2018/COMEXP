## /design/flow/config.mk

```make
export PLATFORM = sky130hd
export DESIGN_NAME = PCMDecoder
export DESIGN_NICKNAME = PCMDecoder
export VERILOG_FILES = /design/flow/design.v
export SDC_FILE = /design/flow/constraint.sdc
export NUM_CORES = 4
export LEC_CHECK = 1
export CORE_AREA = 10 10 70 70
export DIE_AREA = 0 0 80 80
```

## /design/flow/design.v

```verilog
module PCMEncoder(
    input [12:0] in,
    output reg [7:0] out
);
always @*
begin
    out[7] <= in[12];
    casez(in[11:6])
        6'b00_0000: out[6:0] <= {2'b00, in[5:1]};
        6'b00_0001: out[6:0] <= {3'b010, in[5:2]};
        6'b00_001?: out[6:0] <= {3'b011, in[6:3]};
        6'b00_01??: out[6:0] <= {3'b100, in[7:4]};
        6'b00_1???: out[6:0] <= {3'b101, in[8:5]};
        6'b01_????: out[6:0] <= {3'b110, in[9:6]};
        6'b1?_????: out[6:0] <= {3'b111, in[10:7]};
        default: out[6:0] <= 7'b000_0000;
    endcase
end
endmodule
module PCMDecoder(
    input [7:0] in,
    output reg [12:0] out
);
always @*
begin
    out[12] <= in[7];
    casez(in[6:4])
        3'b00?: out[11:0] <= {6'b00_0000, in[4:0], 1'b1};
        3'b010: out[11:0] <= {6'b00_0001, in[3:0], 2'b10};
        3'b011: out[11:0] <= {5'b0_0001, in[3:0], 3'b100};
        3'b100: out[11:0] <= {4'b0001, in[3:0], 4'b1000};
        3'b101: out[11:0] <= {3'b001, in[3:0], 5'b1_0000};
        3'b110: out[11:0] <= {2'b01, in[3:0], 6'b10_0000};
        3'b111: out[11:0] <= {1'b1, in[3:0], 7'b100_0000};
        default: out[11:0] <= 12'b0000_0000_0000;
    endcase
end
endmodule
```

## /design/flow/constraint.sdc

```tcl
current_design PCMDecoder

set clk_period 2.0
set clk_io_pct 0.2

create_clock -name clk0 -period $clk_period

set non_clock_inputs [all_inputs -no_clocks]
set_input_delay [expr $clk_period * $clk_io_pct] -clock clk0 $non_clock_inputs
set_output_delay [expr $clk_period * $clk_io_pct] -clock clk0 [all_outputs]
```

## /design/flow/run.sh

```bash
#!/bin/bash
# OpenROAD 26Q1-2900-gdf79404cd8, Yosys 0.63+post, stock flow scripts
make -C /OpenROAD-flow-scripts/flow DESIGN_CONFIG=/design/flow/config.mk WORK_HOME=/design/flow/orfs finish
```

==> Changelog: implementation <==
### Metrics

* GR Util met3 at 0.227%
* Area leader, netlist: a21oi_1
* Remaining DRCs at 0
* Cell Rows at 21
* Clock buffer cells at 0
* Hold Crit Class: primary input to output pin
* Setup crit start kind: primary input
* Number of global-route vias before repair at 442
* Max-cap check violation count at 0
* Total power at 0.134 mW
* Adder Area Share at 0%
* Slowest cell on crit path: clkdlybuf4s50_1
* Mux share at 10.3%
* Critical Path RT at 1.60 ns
* Final Hold Viols at 0
* Die y size at 80 µm
* Max IR drop VDD at 0.0290 mV
* Port Buf Inserts at 19
* GRT Util Overall at 4.04%
* Initial DRC Count at 38
* CP endpoint kind: output pin
* Post-Layout Inst Area at 683 µm²
* Initial antenna violation count at 0
* Global routing's busiest layer: met2
* Logic area at 293 µm²
* Worst-margin pin slew at 0.232 ns
* Leakage at 0.353 nW
* I/O Pins at 21
* CP Depth at 5
* Avg WL per Cell at 10.5 µm
* Antenna Nets Post-Route at 0
* Peak Freq at 511 MHz
* Critical path's largest stage delay at 0.46 ns
* Final wirelength at 1.33 mm
* Avg Cell Area, Syn at 6.06 µm²
* Largest net degree at the start of global routing at 11
* Status: complete, no violations
* Seq share, synth at 0%
* Minimum clock period at 1.96 ns
* Max-slew violations at 0
* Top cells, area: a21oi_1, mux2i_1, nand2_1, nand2b_1, nor2_1
* Die W at 80 µm
* ANT cells at 0
* Post-synthesis cell count at 50
* Pwr dens at 196 nW/µm²
* First-pass GRT wire length at 2.21 mm
* Proportion of layout cells with a drive suffix above 1 at 35.0%
* Area Overhead vs Synth at 126%
* DR vias at 481
* Yosys stat area at 303 µm²
* Area after DPL at 622 µm²
* Filler cells at 382
* Worst-path fanout max at 6
* Simple-Gate Fraction of Synth Area at 32.6%
* Routability cong. at 0.850
* Cell Type Count at 25
* Flip-flops at 0
* Via-per-instance ratio at 3.82
* Placed Cells at 124
* Post-Synth AOI/OAI Area at 40.9%
* Crit-path cells: clkdlybuf4s15_2, buf_6, o211ai_1, o211a_1, clkdlybuf4s50_1
* Hold Path End: out[12]
* Die ar. at 6400 µm²
* Synth top area share at 8.26%
* Crit path buf inv count at 3
* Comb area leader: AND-OR/OR-AND gates
* Delay-heaviest family, CP: buffers and inverters
* Fin crit share at 97.8%
* Final HPWL DP at 1.00 mm
* Synthesized area at 303 µm²
* GRT overflow at 0
* Critical path data arrival time at 1.56 ns
* Hold Path Depth at 0
* Critical path class: primary input to output pin
* Grt met2 use at 6.58%
* Xor/xnor share at 0%
* Tool Warnings at 34
* Final setup viols at 0
* RSZ-0062 raised after global routing: true
* Met1 global-route usage at 5.93%
* Core area at 3420 µm²
* Synth Warn # at 1
* Non-filler cells, final at 126
* Pre-antenna DRT Iters at 4
* # Cells Yosys at 50
* Hold Path Origin: in[7]
* FP Core Util at 8.86%
* Headroom to the max-slew limit at 84.4%
* Flop area at 0 µm²
-- final cells by class --
cell class / count / share of cell area (%)
Timing Repair Buffer: 35 / 46.5
Multi-Input combinational cell: 41 / 42.9
Inverter: 4 / 2.20
Tap cell: 46 / 8.42
-- synth_stat cells (all sizes together) --
| master | instances |
|---|---|
| a31oi | 1 |
| nor2b | 3 |
| o211ai | 1 |
| and2 | 1 |
| mux2i | 2 |
| o21ai | 1 |
| a21oi | 5 |
| a21o | 1 |
| inv | 4 |
| buf | 5 |
| nor2 | 5 |
| mux2 | 1 |
| a221o | 1 |
| nand2b | 3 |
| nand2 | 5 |
| a21boi | 1 |
| o21a | 1 |
| a32o | 1 |
| o22ai | 3 |
| nor3 | 2 |
| o211a | 1 |
| nand3b | 1 |
| o2bb2ai | 1 |
-- how the worst max path moves through the flow --
| stage | startpoint | to | slack (ns) |
|---|---|---|---|
| CTS | in[6] | out[5] | -0.0003 |
| global route | in[5] | out[10] | -0.04 |
| finish | in[5] | out[8] | 0.04 |
-- kinds of logic (layout without fill, tap and decap cells) --
| family | count (synthesis) | after routing |
|---|---|---|
| AOI/OAI and AO/OA | 18 | 18 |
| buffers and inverters | 9 | 39 |
| muxes | 3 | 3 |
| and+or+nand+nor | 20 | 20 |
-- stage by stage --
step	setup WS (ns)	setup TNS, ns	hold WS (ns)	util (%)
after floorplan	0.631	0	0.866	-
after global placement	-0.424	-3.77	0.800	18.2
after detailed placement	-0.439	-3.95	0.800	18.2
after CTS	-0.000306	-0.000306	0.800	19.7
after global routing	-0.0374	-0.0758	0.800	20.0
final	0.0447	0	0.800	20.0
-- report_power, final --
part	internal, mW	switching [mW]	total (mW)
Combinational	0.0825	0.0514	0.134
Sequential	0	0	0
Clock	0	0	0
Total	0.0825	0.0514	0.134
-- layout by cell type, fill, tap and decap left out, drive strengths merged, types with 2 or more instances in the layout --
cell type / synthesis / routed
buf: 5 / 18
clkdlybuf4s50: 0 / 6
nor2: 5 / 5
nand2: 5 / 5
a21oi: 5 / 5
inv: 4 / 4
dlymetal6s2s: 0 / 4
nand2b: 3 / 3
o22ai: 3 / 3
dlygate4sd2: 0 / 3
nor2b: 3 / 3
clkdlybuf4s15: 0 / 3
mux2i: 2 / 2
nor3: 2 / 2
-- what timing repair did --
| action | 4_1_cts | 5_1_grt |
|---|---|---|
| setup endpoints to repair | 12 | 7 |
| pin swaps | 2 | 0 |
| hold buffers | 0 | 0 |
| gates resized | 33 | 8 |
| cloned | 1 | 0 |
| setup buffers | 1 | 0 |
-- metal layers --
| layer | vias to the layer above | share of wire, % | wire length, µm |
|---|---|---|---|
| met5 | - | 0 | 0 |
| met4 | 0 | 0 | 0 |
| met3 | 0 | 6.9 | 91 |
| met2 | 16 | 42 | 554 |
| met1 | 223 | 51 | 680 |
| li1 | 242 | - | - |
Power is estimated from default activity; no workload was simulated.
